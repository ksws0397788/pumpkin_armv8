### flow/run.sh
#!/bin/bash
# OpenROAD 26Q1-2900-gdf79404cd8, Yosys 0.63+post, stock flow scripts
make -C /OpenROAD-flow-scripts/flow DESIGN_CONFIG=/design/flow/config.mk WORK_HOME=/design/flow/orfs finish
### flow/config.mk
export PLATFORM = sky130hd
export DESIGN_NAME = conditional_compare_select
export DESIGN_NICKNAME = conditional_compare_select
export VERILOG_FILES = /design/flow/design.v
export SDC_FILE = /design/flow/constraint.sdc
export NUM_CORES = 4
export LEC_CHECK = 1
export CORE_AREA = 10 10 70 70
export DIE_AREA = 0 0 80 80
### flow/constraint.sdc
current_design conditional_compare_select

set clk_period 5.9
set clk_io_pct 0.2

create_clock -name clk0 -period $clk_period

set non_clock_inputs [all_inputs -no_clocks]
set_input_delay [expr $clk_period * $clk_io_pct] -clock clk0 $non_clock_inputs
set_output_delay [expr $clk_period * $clk_io_pct] -clock clk0 [all_outputs]
### flow/design.v
module conditional_compare_select
#
(
    parameter NUM_ELEMENTS                 = 8,  
	parameter ELEMENT_PTR_SIZE_IN_BITS     = 3,
	parameter SINGLE_ELEMENT_WIDTH_IN_BITS = 3
)
(
	input                                [NUM_ELEMENTS - 1 : 0] 	condition_in,
	input [SINGLE_ELEMENT_WIDTH_IN_BITS * NUM_ELEMENTS - 1 : 0]		 elements_in,
	output               [SINGLE_ELEMENT_WIDTH_IN_BITS - 1 : 0]		 selected_out
);
generate
    genvar i;
    wire [SINGLE_ELEMENT_WIDTH_IN_BITS * NUM_ELEMENTS - 1 : 0]      values_layer1;
    wire     [ELEMENT_PTR_SIZE_IN_BITS * NUM_ELEMENTS - 1 : 0]        ptrs_layer1;
    if(NUM_ELEMENTS != 0)
    begin : layer1
        for(i = 0; i < NUM_ELEMENTS; i = i + 1)
        begin
            assign values_layer1[(i+1) * SINGLE_ELEMENT_WIDTH_IN_BITS - 1 : i * SINGLE_ELEMENT_WIDTH_IN_BITS] = 
            	    condition_in[i] ? elements_in[(i+1) * SINGLE_ELEMENT_WIDTH_IN_BITS - 1 : i * SINGLE_ELEMENT_WIDTH_IN_BITS] : {SINGLE_ELEMENT_WIDTH_IN_BITS{1'b0}};
            assign   ptrs_layer1[(i+1) * ELEMENT_PTR_SIZE_IN_BITS - 1 : i * ELEMENT_PTR_SIZE_IN_BITS] = i;
        end
    end
endgenerate
generate
    wire [SINGLE_ELEMENT_WIDTH_IN_BITS * NUM_ELEMENTS / 2 - 1 : 0] values_layer2;
    wire     [ELEMENT_PTR_SIZE_IN_BITS * NUM_ELEMENTS / 2 - 1 : 0]   ptrs_layer2;
    if(NUM_ELEMENTS / 2 > 0)
    begin : layer2       
        for(i = 0; i < NUM_ELEMENTS / 2; i = i + 1)
        begin
        	wire [SINGLE_ELEMENT_WIDTH_IN_BITS - 1 : 0] value1 = values_layer1[(i+1) * SINGLE_ELEMENT_WIDTH_IN_BITS - 1 : i * SINGLE_ELEMENT_WIDTH_IN_BITS];
        	wire [SINGLE_ELEMENT_WIDTH_IN_BITS - 1 : 0] value2 = values_layer1[(i+1 + (NUM_ELEMENTS / 2)) * SINGLE_ELEMENT_WIDTH_IN_BITS - 1 : (i + (NUM_ELEMENTS / 2)) * SINGLE_ELEMENT_WIDTH_IN_BITS];
        	wire [ELEMENT_PTR_SIZE_IN_BITS - 1 : 0]       ptr1 =   ptrs_layer1[(i+1) * ELEMENT_PTR_SIZE_IN_BITS - 1 : i * ELEMENT_PTR_SIZE_IN_BITS];
            wire [ELEMENT_PTR_SIZE_IN_BITS - 1 : 0]       ptr2 =   ptrs_layer1[(i+1 + (NUM_ELEMENTS / 2)) * ELEMENT_PTR_SIZE_IN_BITS - 1 : (i + (NUM_ELEMENTS / 2)) * ELEMENT_PTR_SIZE_IN_BITS];
            assign values_layer2[(i+1) * SINGLE_ELEMENT_WIDTH_IN_BITS - 1 : i * SINGLE_ELEMENT_WIDTH_IN_BITS] = value1 > value2 ? value1 : value2;
            assign   ptrs_layer2[(i+1) * ELEMENT_PTR_SIZE_IN_BITS     - 1 : i * ELEMENT_PTR_SIZE_IN_BITS]     = value1 > value2 ? ptr1 : ptr2;;
        end
    end
    else if(NUM_ELEMENTS == 1)
    begin
    	assign selected_out = ptrs_layer1[ELEMENT_PTR_SIZE_IN_BITS - 1 : 0];	
    end
endgenerate
generate
    wire [SINGLE_ELEMENT_WIDTH_IN_BITS * NUM_ELEMENTS / 4 - 1 : 0] values_layer3;
    wire     [ELEMENT_PTR_SIZE_IN_BITS * NUM_ELEMENTS / 4 - 1 : 0]   ptrs_layer3;
    if(NUM_ELEMENTS / 4 > 0)
    begin : layer3
        for(i = 0; i < NUM_ELEMENTS / 4; i = i + 1)
        begin
        	wire [SINGLE_ELEMENT_WIDTH_IN_BITS - 1 : 0] value1 = values_layer2[(i+1) * SINGLE_ELEMENT_WIDTH_IN_BITS - 1 : i * SINGLE_ELEMENT_WIDTH_IN_BITS];
        	wire [SINGLE_ELEMENT_WIDTH_IN_BITS - 1 : 0] value2 = values_layer2[(i+1 + (NUM_ELEMENTS / 4)) * SINGLE_ELEMENT_WIDTH_IN_BITS - 1 : (i + (NUM_ELEMENTS / 4)) * SINGLE_ELEMENT_WIDTH_IN_BITS];
        	wire     [ELEMENT_PTR_SIZE_IN_BITS - 1 : 0]   ptr1 =   ptrs_layer2[(i+1) * ELEMENT_PTR_SIZE_IN_BITS - 1 : i * ELEMENT_PTR_SIZE_IN_BITS];
            wire     [ELEMENT_PTR_SIZE_IN_BITS - 1 : 0]   ptr2 =   ptrs_layer2[(i+1 + (NUM_ELEMENTS / 4)) * ELEMENT_PTR_SIZE_IN_BITS - 1 : (i + (NUM_ELEMENTS / 4)) * ELEMENT_PTR_SIZE_IN_BITS];
            assign values_layer3[(i+1) * SINGLE_ELEMENT_WIDTH_IN_BITS - 1 : i * SINGLE_ELEMENT_WIDTH_IN_BITS] = value1 > value2 ? value1 : value2;
            assign   ptrs_layer3[(i+1) * ELEMENT_PTR_SIZE_IN_BITS     - 1 : i * ELEMENT_PTR_SIZE_IN_BITS]     = value1 > value2 ? ptr1 : ptr2;
        end
    end
    else if(NUM_ELEMENTS == 2)
    begin
    	assign selected_out = ptrs_layer2[ELEMENT_PTR_SIZE_IN_BITS - 1 : 0];	
    end
endgenerate
generate
    wire [SINGLE_ELEMENT_WIDTH_IN_BITS * NUM_ELEMENTS / 8 - 1 : 0] values_layer4;
    wire     [ELEMENT_PTR_SIZE_IN_BITS * NUM_ELEMENTS / 8 - 1 : 0]   ptrs_layer4;
    if(NUM_ELEMENTS / 8 > 0)
    begin : layer4
        for(i = 0; i < NUM_ELEMENTS / 8; i = i + 1)
        begin
        	wire [SINGLE_ELEMENT_WIDTH_IN_BITS - 1 : 0] value1 = values_layer3[(i+1) * SINGLE_ELEMENT_WIDTH_IN_BITS - 1 : i * SINGLE_ELEMENT_WIDTH_IN_BITS];
        	wire [SINGLE_ELEMENT_WIDTH_IN_BITS - 1 : 0] value2 = values_layer3[(i+1 + (NUM_ELEMENTS / 8)) * SINGLE_ELEMENT_WIDTH_IN_BITS - 1 : (i + (NUM_ELEMENTS / 8)) * SINGLE_ELEMENT_WIDTH_IN_BITS];
        	wire     [ELEMENT_PTR_SIZE_IN_BITS - 1 : 0]   ptr1 =   ptrs_layer3[(i+1) * ELEMENT_PTR_SIZE_IN_BITS - 1 : i * ELEMENT_PTR_SIZE_IN_BITS];
            wire     [ELEMENT_PTR_SIZE_IN_BITS - 1 : 0]   ptr2 =   ptrs_layer3[(i+1 + (NUM_ELEMENTS / 8)) * ELEMENT_PTR_SIZE_IN_BITS - 1 : (i + (NUM_ELEMENTS / 8)) * ELEMENT_PTR_SIZE_IN_BITS];
            assign values_layer4[(i+1) * SINGLE_ELEMENT_WIDTH_IN_BITS - 1 : i * SINGLE_ELEMENT_WIDTH_IN_BITS] = value1 > value2 ? value1 : value2;
            assign   ptrs_layer4[(i+1) * ELEMENT_PTR_SIZE_IN_BITS     - 1 : i * ELEMENT_PTR_SIZE_IN_BITS]     = value1 > value2 ?   ptr1 : ptr2;
        end
    end
    else if(NUM_ELEMENTS == 4)
    begin
    	assign selected_out = ptrs_layer3[ELEMENT_PTR_SIZE_IN_BITS - 1 : 0];	
    end
endgenerate
generate
    wire [SINGLE_ELEMENT_WIDTH_IN_BITS * NUM_ELEMENTS / 16 - 1 : 0] values_layer5;
    wire     [ELEMENT_PTR_SIZE_IN_BITS * NUM_ELEMENTS / 16 - 1 : 0]   ptrs_layer5; 
    if(NUM_ELEMENTS / 16 > 0)
    begin : layer5
        for(i = 0; i < NUM_ELEMENTS / 16; i = i + 1)
        begin
        	wire [SINGLE_ELEMENT_WIDTH_IN_BITS - 1 : 0] value1 = values_layer4[(i+1) * SINGLE_ELEMENT_WIDTH_IN_BITS - 1 : i * SINGLE_ELEMENT_WIDTH_IN_BITS];
        	wire [SINGLE_ELEMENT_WIDTH_IN_BITS - 1 : 0] value2 = values_layer4[(i+1 + (NUM_ELEMENTS / 16)) * SINGLE_ELEMENT_WIDTH_IN_BITS - 1 : (i + (NUM_ELEMENTS / 16)) * SINGLE_ELEMENT_WIDTH_IN_BITS];
        	wire     [ELEMENT_PTR_SIZE_IN_BITS - 1 : 0]   ptr1 =   ptrs_layer4[(i+1) * ELEMENT_PTR_SIZE_IN_BITS - 1 : i * ELEMENT_PTR_SIZE_IN_BITS];
            wire     [ELEMENT_PTR_SIZE_IN_BITS - 1 : 0]   ptr2 =   ptrs_layer4[(i+1 + (NUM_ELEMENTS / 16)) * ELEMENT_PTR_SIZE_IN_BITS - 1 : (i + (NUM_ELEMENTS / 16)) * ELEMENT_PTR_SIZE_IN_BITS];
            assign values_layer5[(i+1) * SINGLE_ELEMENT_WIDTH_IN_BITS - 1 : i * SINGLE_ELEMENT_WIDTH_IN_BITS] = value1 > value2 ? value1 : value2;
            assign   ptrs_layer5[(i+1) * ELEMENT_PTR_SIZE_IN_BITS     - 1 : i * ELEMENT_PTR_SIZE_IN_BITS]     = value1 > value2 ?   ptr1 : ptr2;
        end
    end
    else if(NUM_ELEMENTS == 8)
    begin
    	assign selected_out = ptrs_layer4[ELEMENT_PTR_SIZE_IN_BITS - 1 : 0];	
    end
endgenerate
generate
    wire [SINGLE_ELEMENT_WIDTH_IN_BITS * NUM_ELEMENTS / 32 - 1 : 0] values_layer6;
    wire     [ELEMENT_PTR_SIZE_IN_BITS * NUM_ELEMENTS / 32 - 1 : 0]   ptrs_layer6;
    if(NUM_ELEMENTS / 32 > 0)
    begin : layer6
        for(i = 0; i < NUM_ELEMENTS / 32; i = i + 1)
        begin
        	wire [SINGLE_ELEMENT_WIDTH_IN_BITS - 1 : 0] value1 = values_layer5[(i+1) * SINGLE_ELEMENT_WIDTH_IN_BITS - 1 : i * SINGLE_ELEMENT_WIDTH_IN_BITS];
        	wire [SINGLE_ELEMENT_WIDTH_IN_BITS - 1 : 0] value2 = values_layer5[(i+1 + (NUM_ELEMENTS / 32)) * SINGLE_ELEMENT_WIDTH_IN_BITS - 1 : (i + (NUM_ELEMENTS / 32)) * SINGLE_ELEMENT_WIDTH_IN_BITS];
        	wire     [ELEMENT_PTR_SIZE_IN_BITS - 1 : 0]   ptr1 =   ptrs_layer5[(i+1) * ELEMENT_PTR_SIZE_IN_BITS - 1 : i * ELEMENT_PTR_SIZE_IN_BITS];
            wire     [ELEMENT_PTR_SIZE_IN_BITS - 1 : 0]   ptr2 =   ptrs_layer5[(i+1 + (NUM_ELEMENTS / 32)) * ELEMENT_PTR_SIZE_IN_BITS - 1 : (i + (NUM_ELEMENTS / 32)) * ELEMENT_PTR_SIZE_IN_BITS];
            assign values_layer6[(i+1) * SINGLE_ELEMENT_WIDTH_IN_BITS - 1 : i * SINGLE_ELEMENT_WIDTH_IN_BITS] = value1 > value2 ? value1 : value2;
            assign   ptrs_layer6[(i+1) * ELEMENT_PTR_SIZE_IN_BITS     - 1 : i * ELEMENT_PTR_SIZE_IN_BITS]     = value1 > value2 ?   ptr1 : ptr2;
        end
    end
    else if(NUM_ELEMENTS == 16)
    begin
    	assign selected_out = ptrs_layer5[ELEMENT_PTR_SIZE_IN_BITS - 1 : 0];	
    end
endgenerate
endmodule
==> flow_summary.yaml <==
# yosys + openroad results
run_status:
  status: "complete, no violations"
die:
  die-area_mm2: 0.00640
  fp_util_pct: 25.9
  io_pins: 35
  fp.coreArea_mm2: 0.00342
  die_y_um: 80
  row_count: 21
  die_w_um: 80
routing:
  drc: 0
  routedWlPerCell_um: 11.8
  via_count: 1211
  drtAntennaViolNets: 0
  drt_pass1_iterations: 4
  drt_wl_total_mm: 3.26
  n_antenna_cell: 0
  vias_per_cell: 4.37
  first_iter_violations: 28
critical_path:
  cpMostUsedCell: "ha_4"
  required_ns: 4.72
  arrival_ns: 4.60
  slowest_delay_ns: 0.33
  crit_type: "primary input to output port"
  cpMaxStageDelayCell: "mux2_4"
  cp_cell_sequence: "dlygate4sd2_1 > nand2_2 > inv_2 > ha_4 > nand3b_1 > a21oi_4 > buf_6 > mux2i_4 > ha_4 > and3_4 > a21oi_4 > mux2_4 > ha_4 > nor2b_4 > o21ai_2 > a32oi_2 > mux2_4 > buf_2"
  end_kind: "output port"
  cp_max_fo: 3
  cp-start-kind: "primary input"
finish:
  fin_util_pct: 66.2
  flop_area_um2: 0
  flops: 0
  nClkBuffers: 0
  design_area_mm2: 0.00226
  area_growth_pct: 156
  drive_above_1_share_pct: 67.1
flow_run:
  tool_warnings: 32
  maxCapViolCount: 0
final_timing:
  final-setup-viol-count: 0
  fin_crit_ns: 5.78
  tightest_slew_ns: 0.331
  fin_crit_sh_pct: 97.9
  max_slew_margin_pct: 77.3
  max_freq_ghz: 0.173
  final-max-slew-violation-count: 0
  finalHoldViolations: 0
synth:
  yosysTopAreaCell: "ha_1"
  synth_cell_types: 15
  yosys_warnings: 0
  synth_top_area_share_pct: 29.7
  syn-cell-area_um2: 885
  topCellsByArea: "ha_1, mux2i_1, nand2_1"
  yosys-stat-cells: 120
  syn_area_per_cell_um2: 7.37
  ys_seq_share_pct: 0
  ys_area_um2: 885
  syn_inst: 120
hold_path:
  hold_path_class: "primary input to output port"
grt:
  grt_pass1_wl_mm: 4.73
  track_usage_pct: 8.34
  antenna_found_initial: 0
  grt_pass1_vias: 1209
  grt-ovfl-total: 0
  grt_max_degree: 4
power:
  leakagePower_nw: 1.21
  peakVddDrop_v: 0.0000666
  p_per_area_mw_per_mm2: 156
placed_design:
  hpwl_mm: 2.09
  io_buffers: 35
  routabilityCongestion: 0.773
  dpl-instance-area_mm2: 0.00160
clock_tree:
  hold_buffers: 0
cell families after synthesis:
logic type,share of synthesized area (%)
mux,25.9
buf+inv,8.49
simple gates,23.3
compound gates,12.6
fa+ha+maj,29.7
path summary, 6_finish.rpt:
kind	to	slack, ns	cells after the start	start
worst min-delay path	selected_out[1]	3.50	11	elements_in[23]
worst max-delay path	selected_out[2]	0.12	18	condition_in[0]
report_power, final:
group / internal (mW) / total [mW] / switching (mW) / leakage [nW]
Sequential: 0 / 0 / 0 / 0
Clock: 0 / 0 / 0 / 0
Combinational: 0.217 / 0.352 / 0.135 / 1.21
cells in the mapped netlist:
master	instances
nor2b_1	1
a21oi_2	4
ha_1	21
mux2i_1	18
a32oi_1	1
nand3b_1	6
inv_1	20
a21oi_4	2
and3_4	1
nand2_1	30
mux2_4	1
and3_1	5
o21ai_0	1
a21oi_1	6
mux2_2	3
worst max-delay path, delay by kind of cell:
kind | cells | cell delay (ns)
muxes | 3 | 0.90
adders and majority gates | 3 | 0.77
AOI/OAI and AO/OA | 4 | 0.60
and+or+nand+nor | 4 | 0.57
buffers and inverters | 4 | 0.56
per-stage QoR:
| stage | setup WS, ns | std cells | hold slack (ns) | TNS, ns | total power, mW |
|---|---|---|---|---|---|
| 2_1_floorplan | 0.500 | 120 | 2.91 | 0 | 0.125 |
| 3_3_place_gp | -0.441 | 242 | 4.05 | -1.11 | 0.241 |
| 3_5_place_dp | -0.525 | 242 | 4.05 | -1.33 | 0.244 |
| 4_1_cts | 0.000349 | 271 | 3.62 | 0 | 0.282 |
| 5_1_grt | -0.0774 | 277 | 3.59 | -0.154 | 0.387 |
| 6_report | 0.122 | 277 | 3.50 | 0 | 0.352 |
routing by layer:
| layer | GRT usage (%) | vias to the layer above | part of all wire, % |
|---|---|---|---|
| li1 | - | 641 | - |
| met1 | 11.2 | 550 | 51 |
| met2 | 14.0 | 20 | 45 |
| met3 | 1.82 | 0 | 4.6 |
| met4 | 0.176 | 0 | 0 |
| met5 | 0 | - | 0 |
cells in the final DEF (no fill, tap or decap), drive strengths merged:
| cell type | n |
|---|---|
| dlygate4sd2 | 12 |
| buf | 78 |
| nand2 | 30 |
| clkdlybuf4s50 | 3 |
| nor2b | 1 |
| dlymetal6s2s | 17 |
| and3 | 6 |
| mux2 | 4 |
| o21ai | 1 |
| a21oi | 12 |
| a32oi | 1 |
| nand3b | 6 |
| ha | 21 |
| clkdlybuf4s15 | 1 |
| mux2i | 18 |
| inv | 20 |
area by class of cell:
class	instances	area, um2
Fill cell	239	1150
Multi-Input combinational cell	100	1180
Timing Repair Buffer	111	950
Inverter	20	75.1
Tap cell	46	57.6
timing repair:
| item | 4_1_cts | 5_1_grt |
|---|---|---|
| setup buffers | 30 | 6 |
| pin swaps | 22 | 28 |
| gates resized | 47 | 69 |
| setup endpoints to repair | 3 | 3 |
Power and IR drop assume default switching activity.
